==> /design/flow/design.v <==
`timescale 1ns / 1ps
module dbgu(
	input clk_in,
	input clk_ser_in,
	input reset_n,
	input trig,
	output s_out,
	output reg bsy,
	output reg [7:0] p_out,
	input [3:0] dbg_r0,
	input [3:0] dbg_r1,
	input [3:0] dbg_pc,
	input [2:0] dbg_istate,
	input [7:0] dbg_mem_dr,
	input [7:0] dbg_mem_dw,
	input [3:0] dbg_mem_a,
	output reg [3:0] mem_a,
	input [7:0] mem_d,
	output mem_clk,
	output [4:0] uart_state,
	output [7:0] uart_buf,
	output [2:0] dbg_acntr
	);
	parameter LAST_STATE = 38 + 16*3;
	reg [7:0] state;
	reg tx_chr_start;
	wire tx_chr_bsy;
	reg [2:0] acntr;
	wire startpulse;
	assign mem_clk = clk_in;
	assign dbg_acntr = acntr;
	pulsegen gen1 (
		.reset_n(reset_n),
		.clk(clk_in),
		.trig(trig),
		.pulse(startpulse)
	);
	uart_tx u1(
		.data(p_out),
		.reset_n(reset_n),
		.start(tx_chr_start),
		.bitclk(clk_ser_in),
		.bsy(tx_chr_bsy),
		.txline(s_out),
		.dbg_state(uart_state),
		.dbg_buf(uart_buf)
	);
	always@(negedge clk_in, negedge reset_n)
	begin
		if(reset_n == 0)
		begin
			bsy <= 0;
			p_out <= 0;
			state <= 0;
			tx_chr_start <= 0;
			mem_a <= 0;
			acntr <= 0;
		end
		else
		begin
			if( state )
			begin
				if( tx_chr_bsy == 0 )
				begin
					if(tx_chr_start == 0)
					begin
						case(state)
							1: p_out <= 4'hD;
							2: p_out <= 4'hA;
							3: p_out <= "c";
							4: p_out <= "=";
							5: p_out <= (dbg_istate < 10 ? (dbg_istate + "0") : (dbg_istate - 10 + "A"));
							6: p_out <= " ";
							7: p_out <= "r";
							8: p_out <= "0";
							9: p_out <= "=";
							10: p_out <= (dbg_r0 < 10 ? (dbg_r0 + "0") : (dbg_r0 - 10 + "A"));
							11: p_out <= " ";
							12: p_out <= "r";
							13: p_out <= "1";
							14: p_out <= "=";
							15: p_out <= (dbg_r1 < 10 ? (dbg_r1 + "0") : (dbg_r1 - 10 + "A"));
							16: p_out <= " ";
							17: p_out <= "p";
							18: p_out <= "c";
							19: p_out <= "=";
							20: p_out <= (dbg_pc < 10 ? (dbg_pc + "0") : (dbg_pc - 10 + "A"));
							21: p_out <= " ";
							22: p_out <= "A";
							23: p_out <= "=";
							24: p_out <= (dbg_mem_a < 10 ? (dbg_mem_a + "0") : (dbg_mem_a - 10 + "A"));
							25: p_out <= " ";
							26: p_out <= "R";
							27: p_out <= "=";
							28: p_out <= (dbg_mem_dr[7:4] < 10 ? (dbg_mem_dr[7:4] + "0") : (dbg_mem_dr[7:4] - 10 + "A"));
							29: p_out <= (dbg_mem_dr[3:0] < 10 ? (dbg_mem_dr[3:0] + "0") : (dbg_mem_dr[3:0] - 10 + "A"));
							30: p_out <= " ";
							31: p_out <= "W";
							32: p_out <= "=";
							33: p_out <= (dbg_mem_dw[7:4] < 10 ? (dbg_mem_dw[7:4] + "0") : (dbg_mem_dw[7:4] - 10 + "A"));
							34: p_out <= (dbg_mem_dw[3:0] < 10 ? (dbg_mem_dw[3:0] + "0") : (dbg_mem_dw[3:0] - 10 + "A"));
							35: p_out <= " ";
							36: p_out <= "M";
							37: p_out <= ":";
							38:	 
							begin
								p_out <= " ";
								mem_a <= 0;
								acntr <= 0;
							end
							default:
							begin
								case(acntr)
									0: p_out <= (mem_d[7:4] < 10 ? (mem_d[7:4] + "0") : (mem_d[7:4] - 10 + "A"));
									1: p_out <= (mem_d[3:0] < 10 ? (mem_d[3:0] + "0") : (mem_d[3:0] - 10 + "A")); 
									2: begin p_out <= " "; mem_a <= mem_a + 1; end
								endcase
								if(acntr < 2) acntr <= acntr + 1; else acntr <= 0;
							end
						endcase
						if( state <= LAST_STATE )
						begin
							state <= state + 1;
							tx_chr_start <= 1;
						end
						else
						begin
							state <= 0;
							bsy <= 0;
							p_out <= 0;
						end
					end	 
				end
				else	 
				begin
					tx_chr_start <= 0;
				end
			end
			else	 
			begin
				if(startpulse)
				begin
					state <= 1;
					bsy <= 1;
				end
			end
		end
	end
endmodule
`timescale 1ns / 1ps
module pulsegen(
    input clk,
    input reset_n,
    input trig,
    output reg pulse
    );
	reg [32:0] cntr;
	reg prevstate;
    always@(posedge clk,negedge reset_n)
    if(reset_n == 0)
    begin
    	cntr <= 0;
    	pulse <= 0;
    end
    else
    begin
    	prevstate <= trig;
    	if( (prevstate==0) && trig )
    	begin
    		pulse <= 1;
    		cntr <= 0;
    	end
    	else
    	begin
    		if(cntr < 100) cntr <= cntr + 1;
    		else
    		begin
    			cntr <= 0;
    			pulse <= 0;
    		end
    	end
    end
endmodule
`timescale 1ns / 1ps
module uart_tx(
	input start,
	input [7:0] data,
	input bitclk,
	input reset_n,
	output reg bsy,
	output reg txline,
	output [7:0] dbg_buf,
	output [4:0] dbg_state
	);
	reg [4:0] state;
	reg [8:0] txbuf;
	assign dbg_buf = txbuf;
	assign dbg_state = state;
	always@(posedge bitclk, negedge reset_n)
	begin
		if(reset_n==0)
		begin
			txbuf <= 0;
			bsy <= 0;
			txline <= 1;
			state <= 0;
		end
		else
		begin
			if(start && (bsy==0))
			begin
				txbuf[7:0] <= data[7:0];
				state <= 1;
				txline <= 0;
				bsy <= 1;
			end
			if( state > 0 )
			begin
				if(state < 9)
				begin
					state <= state + 1;
					txline <= txbuf[0];
					txbuf[7:0] <= {1'b0, txbuf[7:1]};
				end
				else
				begin
					case(state)
						9:
						begin
							state <= 10;
							txline <= 1;
						end
						10: state <= 11;
						11: state <= 12;
						12: state <= 13;
						13:
						begin
							state <= 0;
							bsy <= 0;
						end
					endcase
				end
			end
		end
	end
endmodule
==> /design/flow/run.sh <==
#!/bin/bash
# OpenROAD 26Q1-2900-gdf79404cd8, Yosys 0.63+post, stock flow scripts
make -C /OpenROAD-flow-scripts/flow DESIGN_CONFIG=/design/flow/config.mk WORK_HOME=/design/flow/orfs finish
==> /design/flow/config.mk <==
export PLATFORM = sky130hd
export DESIGN_NAME = dbgu
export DESIGN_NICKNAME = dbgu
export VERILOG_FILES = /design/flow/design.v
export SDC_FILE = /design/flow/constraint.sdc
export NUM_CORES = 4
export LEC_CHECK = 1
export CORE_UTILIZATION = 50
==> /design/flow/constraint.sdc <==
current_design dbgu

set clk_period 5.7
set clk_io_pct 0.2

create_clock -name clk0 -period $clk_period [get_ports {clk_in}]
create_clock -name clk1 -period $clk_period [get_ports {clk_ser_in}]

set non_clock_inputs [all_inputs -no_clocks]
set_input_delay [expr $clk_period * $clk_io_pct] -clock clk0 $non_clock_inputs
set_output_delay [expr $clk_period * $clk_io_pct] -clock clk0 [all_outputs]
==> flow_summary.json <==
{
  "dr_total_vias": 5577,
  "outcome": "finished with violations",
  "openroad.warnings": 50,
  "grt_max_degree": 35,
  "final-hold-violation-count": 0,
  "port_buffers": 75,
  "coreArea_um2": 11400,
  "slew_headroom_pct": 38.4,
  "ir_drop_mv": 0.399,
  "dp_hpwl_um": 11500,
  "synth_cell_type_count": 76,
  "m1WireLength_um": 7450,
  "fp.dieW_um": 110,
  "viasPerCell": 5.42,
  "die_h_um": 110,
  "simple_gate_share_pct": 21.2,
  "path_clk_slew_ns": 0.06,
  "holdWs_ns": 0.478,
  "wl_per_cell_um": 14.8,
  "start_kind": "input port",
  "fin_skew_ns": 0.0306,
  "cp.arrival_ns": 3.20,
  "logic_area_um2": 4050,
  "cp_max_fo": 2,
  "hold_path.class": "reg2reg",
  "finalWorstSetupSlack_ns": -0.0412,
  "top_layer": "met4",
  "violations": "negative setup slack",
  "pwr_density_cell_nw_per_um2": 338,
  "ys_sh_aoi_pct": 17.1,
  "cts_tree": "yes",
  "drcViolationCount": 0,
  "grt.overflow.total": 0,
  "antenna_cells": 0,
  "fp-row-count": 39,
  "antenna_found_initial": 0,
  "crit_required_ns": 3.15,
  "setup_viol": 1,
  "grt_pass1_wl_um": 24500,
  "dr_wl_met2_um": 6950,
  "crit_type": "in2reg",
  "ys_area_um2": 5850,
  "adder_share_pct": 11.5,
  "dr.first_iter.drc_count": 370,
  "drive_gt1_share_pct": 25.8,
  "regArea_um2": 1860,
  "cts_hold_buf": 0,
  "wirelength_um": 15200,
  "worstMarginPinSlew_ns": 0.922,
  "ios": 78,
  "slew_viol_final": 0,
  "ys_sh_mux_pct": 5.24,
  "dr_wl_met3_um": 617,
  "gp_congestion": 1.01,
  "ys_cells": 683,
  "xor_share_pct": 7.48,
  "cap_violations": 0,
  "synth_area_um2": 5850,
  "ff_type": "dfrtp_1",
  "syn_to_final_growth_pct": 42.7,
  "synth_flop_count": 74,
  "fillers": 810,
  "synth-edff-count": 1,
  "yosys.stat.seqShare_pct": 31.7,
  "async_flop_share_pct": 98.6,
  "final_cell_area_um2": 8350,
  "yosys_warnings": 3,
  "dieArea_um2": 12100,
  "ant_nets": 0,
  "synth.avg_cell_area_um2": 8.57,
  "grt_usage_pct": 26.2,
  "netlist_instances": 683,
  "fp_util_pct": 51.3,
  "rsz0062_at_grt": "yes",
  "place_ws_ns": -1.03,
  "lay_top_cells": "buf_4, nand2_1, dfrtp_1, nor2_1, clkdlybuf4s50_1",
  "place_area_um2": 7690,
  "p_leak_uw": 0.00378,
  "drt-pass1-iter-count": 5,
  "crit_path_end_kind": "register",
  "top_logic_kind": "simple AND/OR/NAND/NOR gates",
  "grt_pass1_vias": 5227,
  "final_common_cell": "buf_4"
}
[per-stage QoR]
step                      power [uW]  std cells  util (%)  TNS (ns)
after floorplan                 1510        709         -    -0.266
after global placement          1940       1001      67.3     -4.75
after detailed placement        1960       1001      67.3     -4.95
after CTS                       2800       1028      72.4   -0.0514
after global routing            3030       1029      73.2    -0.132
final                           2830       1029      73.2   -0.0412
[Yosys cell counts, types with 13 or more instances]
library cell | count | area [um^2]
nand2_1 | 68 | 255
ha_1 | 54 | 676
dfrtp_1 | 48 | 1200
nor2_1 | 46 | 173
a21oi_1 | 45 | 225
inv_1 | 43 | 161
o21ai_0 | 37 | 185
mux2i_1 | 28 | 280
xor2_1 | 27 | 236
dfrtn_1 | 24 | 601
nand3_1 | 24 | 120
xnor2_1 | 23 | 201
clkbuf_1 | 19 | 71.3
nand3b_1 | 15 | 113
nor4_1 | 15 | 93.8
a211oi_1 | 13 | 97.6
[registers in the layout, summed over array words and instances, names as in the netlist]
signal and flops:
gen1.cntr 33, state 8, u1.txbuf 8, p_out 7
u1.state 5, mem_a 4, acntr 3, bsy 1
gen1.prevstate 1, gen1.pulse 1, tx_chr_start 1, u1.bsy 1
u1.txline 1
[cell families (layout without fill, tap and decap cells)]
kind of cell,after synthesis,count (layout)
and+or+nand+nor,240,240
AOI/OAI and AO/OA,156,156
buffers and inverters,78,255
DFF,74,74
adders and majority gates,54,54
xor gates and xnor gates,50,50
muxes,30,30
other,1,27
[final cells by class]
| type | count | area share [%] |
|---|---|---|
| clock buffer | 16 | 4.61 |
| clock inverter | 8 | 1.26 |
| inverter | 44 | 2.55 |
| multi-input combinational | 557 | 48.5 |
| sequential | 74 | 22.2 |
| tap | 143 | 2.14 |
| timing repair buffer | 187 | 18.7 |
[report_power, final]
group | internal, uW | switching [uW] | leakage, uW | total (uW)
Sequential | 624 | 160 | 0.000926 | 784
Combinational | 591 | 620 | 0.00261 | 1210
Clock | 579 | 253 | 0.000242 | 833
[per-layer routing]
layer,global-route usage (%),up-vias
met4,3.20,0
met2,41.3,135
li1,-,2810
met5,0,-
met3,4.55,20
met1,39.6,2612
[worst paths after layout]
path,start,to,slack (ns),cells after the start
min in group asynchronous,reset_n,gen1.cntr[11]$_DFF_PN0_,0.79,1
worst max-delay path,dbg_pc[2],p_out[3]$_DFFE_NN0P_,-0.04,11
worst min register to register,gen1.cntr[0]$_DFF_PN0_,gen1.cntr[0]$_DFF_PN0_,0.48,1
max in group clk1,tx_chr_start$_DFFE_NN0N_,u1.state[0]$_DFF_PN0_,0.84,4
worst max register to register,tx_chr_start$_DFFE_NN0N_,u1.state[0]$_DFF_PN0_,0.84,4
min in group clk1,u1.txbuf[2]$_DFF_PN0_,u1.txbuf[1]$_DFF_PN0_,0.52,2
max in group asynchronous,reset_n,state[2]$_DFFE_NN0P_,1.72,1
worst min-delay path,gen1.cntr[0]$_DFF_PN0_,gen1.cntr[0]$_DFF_PN0_,0.48,1
[timing repair]
item	in CTS	in global routing
pin swaps	25	19
setup endpoints to repair	7	3
setup buffers	4	1
gates resized	94	38
[critical path, stage by stage]
cell and delay, ns:
buf_8 0.10, inv_6 0.05, ha_4 0.12, inv_2 0.04, ha_4 0.27, xor2_2 0.13
a211oi_2 0.11, or4_4 0.54, or4_4 0.52, a21oi_2 0.11, o21ai_1 0.07
Power and IR drop assume default switching activity.
