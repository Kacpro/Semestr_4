File: /design/flow/run.sh
#!/bin/bash
# OpenROAD 26Q1-2900-gdf79404cd8, Yosys 0.63+post, stock flow scripts
make -C /OpenROAD-flow-scripts/flow DESIGN_CONFIG=/design/flow/config.mk WORK_HOME=/design/flow/orfs finish
File: /design/flow/config.mk
export PLATFORM = sky130hd
export DESIGN_NAME = clocknx
export DESIGN_NICKNAME = clocknx
export VERILOG_FILES = /design/flow/design.v
export SDC_FILE = /design/flow/constraint.sdc
export NUM_CORES = 4
export LEC_CHECK = 1
export CORE_AREA = 10 10 88 88
export DIE_AREA = 0 0 98 98
File: /design/flow/constraint.sdc
current_design clocknx

set clk_period 3.5
set clk_io_pct 0.2

create_clock -name clk0 -period $clk_period [get_ports {clk}]

set non_clock_inputs [all_inputs -no_clocks]
set_input_delay [expr $clk_period * $clk_io_pct] -clock clk0 $non_clock_inputs
set_output_delay [expr $clk_period * $clk_io_pct] -clock clk0 [all_outputs]
File: /design/flow/design.v
module clocknx (
	input reset_n,
	input clk,
	input in,
	output reg out
);
parameter N = 4;
reg [31:0] prescaler;
reg [7:0] pulses;
reg slowclk;
always@(posedge clk)
	slowclk <= prescaler[15];
always@(posedge clk)
if(reset_n == 0)
	prescaler <= 0;
else
	prescaler <= prescaler + 1;
always@(negedge reset_n, posedge slowclk, posedge in)
if(reset_n == 0)
begin
	out <= 0;
	pulses <= 0;
end
else
begin
	if(in)
	begin
		pulses <= 2*N;
		out <= 0;
	end
	else
	begin
		if(pulses)
		begin
			pulses <= pulses - 1;
			out <= ~out;
		end
		else
		begin
			out <= 0;
		end
	end
end
endmodule
==> impl_metrics.py <==
# Metrics from the implementation run
metrics = {
    "run_status": {
        "outcome": "completed",
    },
    "timing": {
        "final.min_clock_period_ns": 1.67,
        "timing_hold_violations_final": 0,
        "fmax_ghz": 0.599,
        "unclocked_pins": 9,
        "worst_pin_slew_ns": 0.673,
        "timing.final.crit_share": 0.477,
        "slew_viol_final": 0,
        "fin_setup_tns_ns": 0,
        "clock-skew-final_ns": 0.00411,
        "untimed_endpoints": 10,
        "setup_repair_after_global_routing_missed_its_margin": "no",
        "timing.slew.headroom": 0.549,
        "timing.final.setup_violations": 0,
    },
    "yosys": {
        "synthCells": 122,
        "post_synth_fa_ha_maj_area_fraction": 0.0314,
        "synth.mux.area_fraction": 0.0617,
        "synth.avg_cell_area_um2": 9.80,
        "synth_stat.cells": 122,
        "ys_chip_area_mm2": 0.00120,
        "ys_sh_aoi": 0.0753,
        "synth_top_cell_by_area": "sky130_fd_sc_hd__dfxtp_1",
        "yosys-dominant-comb-family": "simple AND/OR/NAND/NOR gates",
        "proportion_of_netlist_area_held_by_the_largest_area_contributor": 0.285,
        "synth_seq_share": 0.479,
        "synth-simple-area-share": 0.267,
        "ys_ff": 26,
        "post_synth_xor_area_fraction": 0.0513,
        "yosysWarnings": 2,
        "ys_top_cells_by_area": "sky130_fd_sc_hd__dfxtp_1 (28%), sky130_fd_sc_hd__dfrtp_1 (17%), sky130_fd_sc_hd__xnor2_1 (3.7%)",
        "mappedNetlistArea_mm2": 0.00120,
        "synth.distinct_cells": 29,
    },
    "placed_design": {
        "portBuffers": 3,
        "hpwl_um": 1360,
        "placed_area_mm2": 0.00131,
        "globalplace.congestion": 0.771,
    },
    "flow_run": {
        "max-cap-violations": 0,
        "warnings": 27,
    },
    "clocking": {
        "cts_post_setup_buffers_inserted": 0,
        "clock_insertion_delay_worst_skew_ns": 0.25,
        "cts_resized": 0,
        "tritoncts": "yes",
        "cts_htree_levels": 1,
        "clk_path_buf_depth": 2,
        "clkSlewWorstSetupHoldPaths_ns": 0.07,
        "cts_inserted_buffers": 3,
        "post_cts_hold_buffer_count": 0,
        "clk_root_buffer_cell": "sky130_fd_sc_hd__clkbuf_8",
    },
    "drt": {
        "drt-vias-per-instance": 4.11,
        "num_vias": 822,
        "drt_pass1_iterations": 4,
        "antennaDiodeCount": 0,
        "route.detailed.drc": 0,
        "post_drt_wl_per_cell_um": 9.38,
        "drt_first_iter_violations": 36,
        "drt_wl_total_um": 1880,
        "drt.antenna.violating_nets": 0,
    },
    "hold_path": {
        "holdCritPathClass": "reg -> reg",
    },
    "power_and_ir_drop": {
        "p_leak_uw": 0.000502,
        "pwr_density_cell_mw_per_mm2": 264,
        "vdd.ir_drop.worst_mv": 0.118,
    },
    "finish": {
        "layout-drive-gt1-share": 0.104,
        "postLayoutCellArea_mm2": 0.00135,
        "area.growth.synth_to_final_pct": 13.0,
        "fill_cells": 626,
    },
    "floorplanning": {
        "die_x_um": 98,
        "fp.dieArea_mm2": 0.00960,
        "io-pin-count": 4,
        "initial_utilization": 0.202,
        "placement_rows": 28,
        "height_of_the_chip_um": 98,
        "core_region_area_mm2": 0.00592,
    },
    "global_route": {
        "grt_max_degree": 15,
        "track_usage": 0.0388,
        "grt_pass1_wl_um": 3390,
        "grt.met1_usage": 0.0537,
        "grt_pass1_vias": 770,
        "grt_antenna_before_repair": 0,
        "grt_util_met2": 0.0589,
        "globalRouteMet3Util": 0.00782,
        "global_route.peak_usage_layer": "met2",
        "grt_overflow_total": 0,
    },
    "worst_setup_path": {
        "worstPathArrival_ns": 1.85,
        "worst-endpoint-required_ns": 3.68,
        "startpoint_type": "input port",
        "critPathKind": "in -> reg",
        "worstPathMaxFanout": 12,
        "sort_of_element_at_the_end_of_the_critical_path": "register",
    },
}
[cell families (layout without fill, tap and decap cells)]
kind of cell,after synthesis,after routing
xor+xnor,7,7
buf+inv,11,14
mux,7,7
flops,26,26
simple gates,52,52
compound gates,16,16
fa+ha+maj,3,3
[synthesized netlist by cell type (all sizes together)]
| cell type | count |
|---|---|
| mux2i | 4 |
| ha | 3 |
| o21ai | 4 |
| nand4 | 3 |
| o31ai | 4 |
| and2 | 2 |
| dfxtp | 17 |
| mux2 | 3 |
| nor2 | 11 |
| nand2b | 4 |
| inv | 7 |
| nand2 | 8 |
| or3 | 4 |
| dfbbp | 1 |
| dfrtp | 8 |
| nor3 | 2 |
| nand3 | 7 |
| or4 | 4 |
| nor4 | 4 |
| nor4b | 1 |
| xnor2 | 5 |
| nor3b | 2 |
| clkbuf | 4 |
| xor2 | 2 |
| a21oi | 8 |
[where the power goes]
part / internal [uW] / leakage (uW) / switching, uW / total, uW
clock network: 78.8 / 0.0000255 / 62.7 / 141
logic: 5.53 / 0.000216 / 8.46 / 14.0
registers: 197 / 0.000261 / 4.07 / 201
total: 281 / 0.000502 / 75.2 / 356
[worst paths after layout]
path	start	endpoint	slack (ns)	depth (start not counted)
min reg2reg	prescaler[15]	slowclk	0.36	0
max reg2reg	prescaler[5]	prescaler[10]	1.97	3
max	reset_n	prescaler[10]	1.83	3
min	prescaler[15]	slowclk	0.36	0
[critical path, cell delays in order]
cell	delay, ns
sky130_fd_sc_hd__clkdlybuf4s50_1	0.68
sky130_fd_sc_hd__inv_1	0.28
sky130_fd_sc_hd__a21oi_1	0.18
[layer usage]
layer | routed length, um | share of wire | vias to the layer above
met3 | 55 | 0.029 | 2
met4 | 68 | 0.036 | 0
met5 | 0 | 0 | -
met1 | 996 | 0.53 | 378
li1 | - | - | 438
met2 | 755 | 0.40 | 4
[placed cells by master (no fill, tap or decap), drive strengths merged, types with 5 or more instances in the layout]
cell and count:
xnor2 5, dfrtp 8, nand3 7, nand2 8
a21oi 8, dfxtp 17, inv 7, nor2 11
[registers in the layout (all words and copies together) (netlist names)]
name       count
pulses         8
prescaler     16
out            1
slowclk        1
[area by class of cell]
class | count | area [um^2] | share of cell area
Multi-Input combinational cell | 85 | 582 | 0.431
Clock inverter | 1 | 5.00 | 0.00370
Clock buffer | 3 | 41.3 | 0.0306
Tap cell | 75 | 93.8 | 0.0694
Sequential cell | 26 | 573 | 0.424
Inverter | 7 | 26.3 | 0.0194
Timing Repair Buffer | 3 | 30.0 | 0.0222
[stage by stage]
stage | setup slack (ns) | util | cells | power [uW] | hold WS, ns
final | 1.83 | 0.228 | 200 | 356 | 0.364
after global routing | 1.67 | 0.228 | 200 | 374 | 0.374
after CTS | 1.83 | 0.228 | 200 | 362 | 0.365
after detailed placement | 1.58 | 0.220 | 196 | 220 | 0.350
after global placement | 1.62 | 0.220 | 196 | 219 | 0.357
after floorplan | 2.07 | - | 122 | 215 | 0.343
Power and IR drop assume default switching activity.
