==> flow/design.v <==
module prescaler (
	input clkin,
	output reg clkout_a,
	output reg clkout_b,
	output reg clkout_c
);
parameter F_IN = 125000000;
parameter F_OUT_A = 1000000;
parameter F_OUT_B = 115200;
parameter F_OUT_C = 1;
reg [31:0] counter_a;
reg [31:0] counter_b;
reg [31:0] counter_c;
always@(posedge clkin)
	if( counter_a < ((F_IN) / F_OUT_A) )
		counter_a <= counter_a+1;
	else
		counter_a <= 0;
always@(posedge clkin)
	if( counter_a < (((F_IN) / F_OUT_A) / 2))
		clkout_a <= 0;
	else
		clkout_a <= 1;
always@(posedge clkin)
	if( counter_b < ((F_IN) / F_OUT_B) )
		counter_b <= counter_b+1;
	else
		counter_b <= 0;
always@(posedge clkin)
	if( counter_b < (((F_IN) / F_OUT_B) / 2))
		clkout_b <= 0;
	else
		clkout_b <= 1;
always@(posedge clkin)
	if( counter_c < ((F_IN) / F_OUT_C) )
		counter_c <= counter_c+1;
	else
		counter_c <= 0;
always@(posedge clkin)
	if( counter_c < (((F_IN) / F_OUT_C) / 2))
		clkout_c <= 0;
	else
		clkout_c <= 1;
endmodule
==> flow/run.sh <==
#!/bin/bash
# OpenROAD 26Q1-2900-gdf79404cd8, Yosys 0.63+post, stock flow scripts
make -C /OpenROAD-flow-scripts/flow DESIGN_CONFIG=/design/flow/config.mk WORK_HOME=/design/flow/orfs finish
==> flow/config.mk <==
export PLATFORM = sky130hd
export DESIGN_NAME = prescaler
export DESIGN_NICKNAME = prescaler
export VERILOG_FILES = /design/flow/design.v
export SDC_FILE = /design/flow/constraint.sdc
export NUM_CORES = 4
export LEC_CHECK = 1
export CORE_UTILIZATION = 50
==> flow/constraint.sdc <==
current_design prescaler

set clk_period 5.3
set clk_io_pct 0.2

create_clock -name clk0 -period $clk_period [get_ports {clkin}]

set non_clock_inputs [all_inputs -no_clocks]
set_input_delay [expr $clk_period * $clk_io_pct] -clock clk0 $non_clock_inputs
set_output_delay [expr $clk_period * $clk_io_pct] -clock clk0 [all_outputs]
==> run_results.csv <==
group,metric,value,unit
power,powerDensity,317,nW/um^2
floorplanning,initCoreUtil,0.532,
yosys,async_flop_share,0,
yosys,most_common_cell,"dfxtp_1",
routing,vias,2380,
critical_path,crit_path_start_kind,"flip-flop",
clocking,clockBufferDepth,2,
clocking,cts_max_level,3,
floorplanning,die_x,85.1,um
yosys,yosysWarnings,1,
placement,gp_congestion,0.860,
clocking,cts-root-buf,"clkbuf_8",
final_timing,setup_tns,0,ns
yosys,postSynthAreaPerCell,10.2,um^2
critical_path,criticalPathCategory,"flip-flop to flip-flop",
yosys,synth.distinct_cells,39,
critical_path,r2r_slack,3.00,ns
power,power_frac_seq,0.620,
hold_path,min-delay-start,"counter_a[0]$_SDFF_PP0_",
floorplanning,rows,29,
final_timing,drv_slew,0,
routing,drt_wl_total,5220,um
floorplanning,core-area,6490,um^2
yosys,synth_seq_share,0.574,
power,power.total,1.24,mW
clocking,cts_resized,0,
power,p_clk_frac,0.374,
grt,grt_pass1_vias,2205,
clocking,path_clk_slew,0.10,ns
cells_and_area,area_delta_synth_final,13.4,%
routing,dr.pass1.iters,4,
status,status,"finished, final reports clean",
clocking,post_cts_buffers,0,
yosys,enable_flop_cells,0,
routing,drc,0,
grt,track_usage,0.172,
floorplanning,ios,4,
final_timing,relSlewSlack,0.531,
yosys,netlist_top_cells_count,"99 x dfxtp_1, 28 x nor2_1, 20 x nor3_1",
job,tool_warnings,29,
final_timing,grt_setup_unrepaired,"no",
critical_path,cp.arrival,2.57,ns
routing,viasPerCell,5.06,
power,vdd_drop_max,174,uV
critical_path,startpoint,"counter_c[10]$_SDFF_PP0_",
critical_path,required,5.57,ns
floorplanning,die_y,85.1,um
grt,grt_max_degree,27,
hold_path,min_path_type,"flip-flop to flip-flop",
grt,grt_antenna_before_repair,0,
yosys,ys_cells,338,
yosys,yosys.area.top_type,"dfxtp_1",
critical_path,timing.rr.start,"counter_c[10]$_SDFF_PP0_",
final_timing,fin_skew,0.0102,ns
final_timing,fmax,0.435,GHz
final_timing,worst-slew-pin-transition,0.702,ns
yosys,synth_top_flop_cell,"dfxtp_1",
clocking,cts-buffers-inserted,9,
yosys,topCellsByArea,"dfxtp_1 57%, xor2_1 4.3%, nor2_1 3.0%",
yosys,top_area_frac,0.574,
power,p_switching,0.288,mW
final_timing,setup_viol,0,
yosys,netlist_area,3450,um^2
routing,detail-route-antenna-nets,0,
grt,gr-total-overflow,0,
yosys,ys_chip_area,3450,um^2
final_timing,hold_violations,0,
clocking,hold_buffers,0,
routing,drtIter0Drc,52,
placement,io_buffers,3,
critical_path,setup.worst_path.end_class,"flip-flop",
routing,diodes,0,
clocking,worstSkewPairLatency,0.36,ns
cells_and_area,drive_gt1_frac,0.0560,
final_timing,min_period_over_period,0.434,
critical_path,crit_fanout,21,
placement,hpwl,3430,um
grt,grt_pass1_wl,9890,um
yosys,synth_cells,338,
power,p_int,0.953,mW
floorplanning,die_area,7250,um^2
clocking,cts_tree,"done",
power,netSwitchingFraction,0.232,
clocking,cts.sinks,99,
yosys,ys_ff,99,
power,p_leak,1.39,nW
job,cap_violations,0,
routing,routedWlPerCell,11.1,um
final_timing,min_period,2.30,ns
power,combPwrFrac,0.006,
## flip-flops by register name, summed over array words and instances, names as in the netlist
name / flops
clkout_c: 1
counter_c: 32
clkout_a: 1
clkout_b: 1
counter_a: 32
counter_b: 32
## through the flow
stage	instances	instance area (um^2)	hold slack [ns]	util	setup WS, ns
after floorplan	387	3640	0.430	-	3.39
after global placement	454	3710	0.444	0.572	3.12
after detailed placement	454	3710	0.455	0.572	3.04
after CTS	470	3920	0.481	0.603	3.01
after global routing	470	3920	0.503	0.603	2.68
final	470	3920	0.471	0.603	3.00
## cells by family (layout without fill, tap and decap cells)
group,after synthesis,after routing,synth area share
xor+xnor,27,27,0.0685
fa+ha+maj,5,5,0.0181
other cells,1,50,0.00109
compound gates,38,38,0.0844
simple gates,143,143,0.224
flops,99,99,0.574
buf+inv,25,31,0.0301
## power by group through the flow
| stage | logic [mW] | registers, mW | clock network [mW] |
|---|---|---|---|
| 4_1_cts | 0.00815 | 0.769 | 0.486 |
| 6_report | 0.00779 | 0.769 | 0.464 |
| 5_1_grt | 0.0104 | 0.771 | 0.520 |
## metal layers
metal | vias up | track usage | routed length [um]
met5 | - | 0 | 0
met4 | 0 | 0.0169 | 61
met3 | 6 | 0.0434 | 158
met2 | 20 | 0.252 | 2190
met1 | 1084 | 0.281 | 2810
li1 | 1270 | - | -
## layout by cell type, fill, tap and decap left out, types with 4 or more instances in the layout
| cell | netlist | routed |
|---|---|---|
| o31ai_1 | 9 | 9 |
| nor4_1 | 12 | 12 |
| inv_1 | 10 | 10 |
| nor3_1 | 20 | 20 |
| and4_1 | 5 | 5 |
| xnor2_1 | 10 | 10 |
| conb_1 | 1 | 50 |
| dfxtp_1 | 99 | 99 |
| nand4_1 | 13 | 13 |
| and3_1 | 4 | 4 |
| nand2_1 | 19 | 19 |
| clkbuf_8 | 0 | 9 |
| nor2_1 | 28 | 28 |
| ha_1 | 5 | 5 |
| or4_1 | 10 | 10 |
| a211oi_1 | 13 | 13 |
| xor2_1 | 17 | 17 |
| nand3_1 | 17 | 17 |
| or3_1 | 6 | 6 |
## path summary, 6_finish.rpt
kind                              endpoint  cells after the start
setup / recovery  counter_c[19]$_SDFF_PP0_                      4
hold / removal     counter_a[0]$_SDFF_PP0_                      1
setup reg to reg  counter_c[19]$_SDFF_PP0_                      4
hold reg to reg    counter_a[0]$_SDFF_PP0_                      1
## layout make-up
| cell class | instances | area (um^2) |
|---|---|---|
| fill | 541 | 2580 |
| timing repair buffer | 5 | 45.0 |
| inverter | 10 | 37.5 |
| multi-input combinational | 263 | 1550 |
| clock inverter | 7 | 78.8 |
| sequential | 99 | 1980 |
| clock buffer | 9 | 124 |
| tap | 77 | 96.3 |
## worst max-delay path: stages (launching register included)
cell	delay [ns]
dfxtp_1	0.48
and3_1	0.22
nand4_1	0.57
or4_1	0.70
a211oi_1	0.24
No activity file was given, so power comes from the tool's default toggle rates.
